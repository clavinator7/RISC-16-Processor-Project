<file path="/design/flow/design.v">
module alu (
    input  wire [15:0] src1_reg,    
    input  wire [15:0] src2_reg,    
    input  wire [9:0] imm,  
    input  wire        MUX_alu1,
    input  wire        MUX_alu2,
    input  wire [1:0]  FUNC_alu,
    output reg  [15:0] alu_out,
    output wire        EQ
);
    localparam [1:0]
        ALU_ADD   = 2'b00,
        ALU_NAND  = 2'b01,
        ALU_PASS1 = 2'b10,
        ALU_EQL   = 2'b11;
    wire [15:0] sign_ext_imm; 
    wire [15:0] left_shift_imm; 
    wire [15:0] SRC1_alu;
    wire [15:0] SRC2_alu;
    assign SRC1_alu = MUX_alu1 ? left_shift_imm : src1_reg;
    assign SRC2_alu = MUX_alu2 ? sign_ext_imm : src2_reg;
    assign sign_ext_imm = {{9{imm[6]}}, imm[6:0]}; 
    assign left_shift_imm = imm << 6; 
    assign EQ = (SRC1_alu == SRC2_alu);
    always @(*) begin
        case (FUNC_alu)
            ALU_ADD: begin
                alu_out = SRC1_alu + SRC2_alu;
            end
            ALU_NAND: begin
                alu_out = ~(SRC1_alu & SRC2_alu);
            end
            ALU_PASS1: begin
                alu_out = SRC1_alu;
            end
            ALU_EQL: begin
                alu_out = 16'h0000;
            end
            default:
            begin
                alu_out = 16'h0000;
            end
        endcase
    end
endmodule
</file>
<file path="/design/flow/run.sh">
#!/bin/bash
# OpenROAD 26Q1-2900-gdf79404cd8, Yosys 0.63+post, stock flow scripts
make -C /OpenROAD-flow-scripts/flow DESIGN_CONFIG=/design/flow/config.mk WORK_HOME=/design/flow/orfs finish
</file>
<file path="/design/flow/config.mk">
export PLATFORM = sky130hd
export DESIGN_NAME = alu
export DESIGN_NICKNAME = alu
export VERILOG_FILES = /design/flow/design.v
export SDC_FILE = /design/flow/constraint.sdc
export NUM_CORES = 4
export LEC_CHECK = 1
export CORE_AREA = 10 10 87 87
export DIE_AREA = 0 0 97 97
export SYNTH_HDL_FRONTEND = slang
</file>
<file path="/design/flow/constraint.sdc">
current_design alu

set clk_period 6.5
set clk_io_pct 0.2

create_clock -name clk0 -period $clk_period

set non_clock_inputs [all_inputs -no_clocks]
set_input_delay [expr $clk_period * $clk_io_pct] -clock clk0 $non_clock_inputs
set_output_delay [expr $clk_period * $clk_io_pct] -clock clk0 [all_outputs]
</file>
==> qor.yml <==
run_status: "complete, no violations"
p_leak_nw: 0.8676
grt.total_usage: 0.1106
setup_crit_path_kind: "in2out"
cp_common_cell: "sky130_fd_sc_hd__clkdlybuf4s50_1"
detail_route.first_pass.iterations: 4
netlist-cell-type-count: 50
route.detailed.vias_per_inst: 5.160
powerDensity_nw_per_um2: 95.67
remaining_drc_errors: 0
n_antenna_cell: 0
finalClockPeriodUsage: 0.9202
cts_hold_repair.buffers: 0
io_pins: 63
hold_violations: 0
timing.critical_path.to_type: "primary output"
seq_cell_count: 0
slowest_delay_ns: 0.83
detailedPlacementHpwl_mm: 4.579
placed_cells: 337
syn_inst: 209
fmax_ghz: 0.1672
rows: 27
commonest_cells_in_the_netlist: "sky130_fd_sc_hd__o21ai_0 (27), sky130_fd_sc_hd__ha_1 (17), sky130_fd_sc_hd__mux2_2 (17), sky130_fd_sc_hd__nand2_1 (17), sky130_fd_sc_hd__a21oi_1 (16)"
final_cells: 337
drive_gt1_frac: 0.1094
first_global_vias: 1777
synth_chip_area_sq_um: 1473
num-clock-buffers: 0
synth_area_sq_um: 1473
yosysMostFrequentCell: "sky130_fd_sc_hd__o21ai_0"
initialDrtViolationCount: 114
timing.final.setup_violations: 0
yosys_warnings: 0
finalCriticalPeriod_ns: 5.981
top_cell_type_by_total_area_after_synthesis: "sky130_fd_sc_hd__ha_1"
worst_path_cell_trace: "clkdlybuf4s50_1, mux2_2, ha_1, and4_1, o31a_1, a21boi_1, o21ai_0, o311ai_0, clkdlybuf4s50_1"
antenna_violations_before_repair: 0
tns_ns: 0
synth-seq-area-share: 0
die-area_sq_um: 9409
wire_per_inst_microns: 16.15
cts.repair_timing.setup_buffer_count: 0
antenna_violating_nets_post_route: 0
synth.avg_cell_area_sq_um: 7.046
grt.met1_usage: 0.1568
startpoint_class_of_the_critical_path: "input port"
worstPathMaxFanout: 11
initial_core_util: 0.2610
peak_supply_drop_mv: 0.03171
top_cells_by_area: "sky130_fd_sc_hd__ha_1 (14%), sky130_fd_sc_hd__mux2_2 (13%), sky130_fd_sc_hd__o21ai_0 (9.2%)"
dr_total_vias: 1739
cts_resized: 0
area_delta_synth_final_pct: 46.90
gp_routability_congestion: 0.9170
postLayoutSetupSlackWorst_ns: 0.5189
timing.critical_path.slowest_stage_cell: "sky130_fd_sc_hd__clkdlybuf4s50_1"
drv.max_cap_violation_count: 0
core_area_sq_um: 5642
global_route.overflow_total: 0
floorplan.die.width_microns: 97
ys_cells: 209
slew_violations: 0
sequential_cell_area_sq_um: 0
preCtsSetupSlack_ns: 0.4947
grtUsageMet3: 0.01218
least_margin_pin_slew_ns: 0.8739
grt_pass1_wl_mm: 9.039
data_required_time_at_the_worst_endpoint_ns: 5.20
yosysTopAreaCellShare: 0.1444
global_route.peak_usage_layer: "met2"
stage_log_warnings: 33
met2_routing_resource_usage_after_global_routing: 0.1820
max-slew-margin-rel: 0.4162
grt_start_max_net_pins: 18
cp.arrival_ns: 4.68
totalWireLength_mm: 5.442
worst_hold_path_type: "in2out"
io_buffers: 63
chipHeight_microns: 97
unrepaired_setup_endpoints_after_global_routing: "false"
[cell type report]
type,count,area (sq um)
fillers,604,3478
inverters,12,45.04
multi-input cells,187,1375
well taps,72,90.09
repair buffers,66,653.1
[per-stage QoR]
stage	hold slack (ns)	util	power [mW]	area, sq um
2_1_floorplan	2.740	-	0.1240	1473
4_1_cts	3.785	0.3835	0.2091	2163
5_1_grt	3.836	0.3835	0.2313	2163
3_5_place_dp	3.785	0.3835	0.2073	2163
6_report	3.769	0.3835	0.2070	2163
3_3_place_gp	3.769	0.3835	0.2080	2163
[layer usage]
metal / wire (microns) / vias to the layer above
li1: - / 909
met1: 2738 / 784
met2: 2449 / 44
met3: 215 / 2
met4: 39 / 0
met5: 0 / -
[power breakdown]
group | switching (mW) | internal (mW)
logic | 0.0951 | 0.112
clock network | 0 | 0
registers | 0 | 0
[cell families (layout without fill, tap and decap cells)]
group | count (synthesis) | after routing | share of synthesized area
adders and majority gates | 17 | 17 | 0.1444
xor gates and xnor gates | 8 | 8 | 0.04758
and+or+nand+nor | 58 | 58 | 0.2141
buffers and inverters | 22 | 78 | 0.06627
AOI/OAI and AO/OA | 85 | 85 | 0.3840
muxes | 19 | 19 | 0.1436
[worst max-delay path: cells and delay by family]
family                   cells  cell delay (ns)
AND/OR/NAND/NOR              1             0.23
adder cells (fa/ha/maj)      1             0.45
AND-OR/OR-AND                4             0.90
multiplexers                 1             0.42
buffers and inverters        2             1.38
[path summary, 6_finish.rpt]
| kind | slack [ns] | cells after the start | endpoint | start |
|---|---|---|---|---|
| setup / recovery | 0.52 | 9 | alu_out[13] | MUX_alu1 |
| hold / removal | 3.77 | 5 | alu_out[2] | src1_reg[2] |
[placed cells by master, fill, tap and decap left out, types with 2 or more instances in the layout]
| master | count |
|---|---|
| sky130_fd_sc_hd__clkdlybuf4s50_1 | 63 |
| sky130_fd_sc_hd__a211oi_1 | 3 |
| sky130_fd_sc_hd__a221o_1 | 2 |
| sky130_fd_sc_hd__a21o_1 | 3 |
| sky130_fd_sc_hd__nor3_1 | 3 |
| sky130_fd_sc_hd__o22ai_1 | 4 |
| sky130_fd_sc_hd__ha_1 | 17 |
| sky130_fd_sc_hd__nor2b_1 | 7 |
| sky130_fd_sc_hd__or3_1 | 4 |
| sky130_fd_sc_hd__o21ai_0 | 27 |
| sky130_fd_sc_hd__o211a_1 | 2 |
| sky130_fd_sc_hd__xnor2_1 | 6 |
| sky130_fd_sc_hd__o221ai_1 | 3 |
| sky130_fd_sc_hd__o211ai_1 | 3 |
| sky130_fd_sc_hd__a31o_1 | 2 |
| sky130_fd_sc_hd__and3_1 | 2 |
| sky130_fd_sc_hd__a21oi_1 | 16 |
| sky130_fd_sc_hd__and4_1 | 2 |
| sky130_fd_sc_hd__nand2_1 | 17 |
| sky130_fd_sc_hd__buf_4 | 3 |
| sky130_fd_sc_hd__a21oi_2 | 2 |
| sky130_fd_sc_hd__nor2_1 | 9 |
| sky130_fd_sc_hd__and2_1 | 2 |
| sky130_fd_sc_hd__xor2_1 | 2 |
| sky130_fd_sc_hd__nor4_1 | 4 |
| sky130_fd_sc_hd__a211o_1 | 3 |
| sky130_fd_sc_hd__o21a_1 | 3 |
| sky130_fd_sc_hd__mux2i_1 | 2 |
| sky130_fd_sc_hd__mux2_2 | 17 |
| sky130_fd_sc_hd__inv_1 | 12 |
Power and IR drop assume default switching activity.
