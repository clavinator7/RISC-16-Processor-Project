<file path="./run.sh">
#!/bin/bash
# OpenROAD 26Q1-2900-gdf79404cd8, Yosys 0.63+post, stock flow scripts
make -C /OpenROAD-flow-scripts/flow DESIGN_CONFIG=/design/flow/config.mk WORK_HOME=/design/flow/orfs finish
</file>
<file path="./config.mk">
export PLATFORM = sky130hd
export DESIGN_NAME = register_file
export DESIGN_NICKNAME = register_file
export VERILOG_FILES = /design/flow/design.v
export SDC_FILE = /design/flow/constraint.sdc
export NUM_CORES = 4
export LEC_CHECK = 1
export CORE_UTILIZATION = 30
export SYNTH_HDL_FRONTEND = slang
</file>
<file path="./constraint.sdc">
current_design register_file

set clk_period 6.0
set clk_io_pct 0.2

create_clock -name clk0 -period $clk_period [get_ports {clk}]

set non_clock_inputs [all_inputs -no_clocks]
set_input_delay [expr $clk_period * $clk_io_pct] -clock clk0 $non_clock_inputs
set_output_delay [expr $clk_period * $clk_io_pct] -clock clk0 [all_outputs]
</file>
<file path="./design.v">
module register_file(
    input wire clk,          
    input wire [1:0] MUX_tgt,  
    input wire MUX_rf,      
    input wire WE_rf,       
    input wire [15:0] mem_out,  
    input wire [15:0] alu_out,  
    input wire [15:0] pc,       
    input wire [2:0] rA,       
    input wire [2:0] rB,       
    input wire [2:0] rC,       
    output reg [15:0] reg_out1,  
    output reg [15:0] reg_out2   
);
    reg [15:0] register_file [0:7];  
    wire [15:0] tgt_reg_data;  
    wire [2:0] tgt_reg_num;    
    wire [2:0] src1;           
    wire [2:0] src2;           
    integer i;
    initial for(i = 0; i < 8; i++) register_file[i] = 16'h0000;
    assign tgt_reg_data = (MUX_tgt == 2'b00) ? mem_out : ((MUX_tgt == 2'b01) ? alu_out : ((MUX_tgt == 2'b10) ? pc+1 : 16'h0000));
    assign tgt_reg_num = rA; 
    assign src1 = rB; 
    assign src2 = (MUX_rf) ? rA : rC;
    always @(posedge clk) begin
        if(WE_rf && tgt_reg_num !== 0) register_file[tgt_reg_num] <= tgt_reg_data;
        reg_out1 <= register_file[src1];
        reg_out2 <= register_file[src2];
    end
endmodule
</file>
==> results.json <==
{
  "status": "completed",
  "die_area_um2": 25870,
  "insertion_delay_ps": 420,
  "crit_path_top_delay_cell": "clkdlybuf4s50_1",
  "fin_skew_ps": 12.48,
  "log.warning_count": 25,
  "startpoint_type": "primary input",
  "vias": 5171,
  "rsz0062_at_grt": "no",
  "async_flop_share": 0,
  "power_frac_seq": 0.485,
  "fp-row-count": 57,
  "layout-drive-gt1-share": 0.1371,
  "power_switching_share": 0.2284,
  "syn_to_final_growth_pct": 24.96,
  "wirelength_mm": 19.33,
  "drtIter0Drc": 401,
  "cts_tree": "done",
  "fillers": 2294,
  "syn_area_um2": 7569,
  "io_pins": 94,
  "p_leak_nw": 3.142,
  "clockRootBuffer": "clkbuf_16",
  "critical-path-max-stage-delay_ps": 710,
  "grt_util_all_layers": 0.1634,
  "wl_per_cell_um": 18.48,
  "reg2reg_slack_ps": 4670,
  "min_period_ps": 3270,
  "worstPathCellList": "clkdlybuf4s50_1, nand2b_1, a21o_2, a21oi_1, a311o_1",
  "numClockSinks": 160,
  "ir_worst_vdd_v": 0.0001898,
  "post_dp_cell_area_um2": 8886,
  "ys.flops": 160,
  "syn_avg_cell_area_um2": 12.51,
  "required_ps": 6300,
  "dpl.hpwl_mm": 12.13,
  "drc": 0,
  "clk_pin_slew_ps": 60,
  "cts_hold_buffers": 0,
  "worst_pin_slew_ps": 793.9,
  "hold_viol_final": 0,
  "topCellsByArea": "edfxtp_1 (51%), mux4_2 (9.5%), dfxtp_1 (8.5%)",
  "power.density_nw_per_um2": 285.6,
  "dr.pass1.iters": 5,
  "htree_levels": 4,
  "cap_violations": 0,
  "fin_crit_sh": 0.5451,
  "ant_nets": 0,
  "ys_seq_frac": 0.5925,
  "ff_type": "edfxtp_1",
  "yosys_cells": 605,
  "synth-edff-count": 128,
  "critical_path_class": "in2reg",
  "crit_fanout": 17,
  "holdWs_ps": 635.8,
  "grt_pass1_wl_mm": 30.71,
  "cts_resized": 0,
  "report.final.slew_viol_count": 0,
  "grt_pass1_vias": 5562,
  "min_path_type": "reg2reg",
  "place_congestion": 0.8241,
  "yosys_area_um2": 7569,
  "overflow": 0,
  "core_area_um2": 24530,
  "relSlewSlack": 0.4707,
  "power_mw": 2.701,
  "logic_area_um2": 2928,
  "num_antenna_cells": 0,
  "switchingPower_mw": 0.6170,
  "crit_arrival_ps": 3570,
  "vias_per_cell": 4.944,
  "design_area_um2": 9458,
  "numCtsBuffers": 17,
  "p_comb_frac": 0.131,
  "port_buffers": 93,
  "end_kind": "flip-flop",
  "chipWidth_um": 160.8,
  "synthMostInstantiatedCell": "edfxtp_1",
  "ys_types": 34,
  "cts_max_path_buffers": 2,
  "clkPwrFrac": 0.384,
  "fp_util": 0.3085,
  "yosysWarningCount": 0,
  "ff_latch_area_um2": 4484,
  "fmax_ghz": 0.3058,
  "postCtsSetupBuffers": 0,
  "largest_area_cell": "edfxtp_1",
  "dieHeight_um": 160.8,
  "top_cell_area_share": 0.5079,
  "syn_inst": 605,
  "common_cells": "edfxtp_1 (128), nand2_1 (88), nor2_1 (74)",
  "setup_viol": 0,
  "setup-tns-final_ps": 0,
  "grt_max_degree": 49,
  "p_int_mw": 2.084,
  "antenna_found_initial": 0
}
## state kept, by name, summed over array words and instances (netlist names)
register       flops
reg_out1          16
register_file    128
reg_out2          16
## cells in the final DEF, fill, tap and decap left out, types with 3 or more instances in the layout
cell               n
nand2b_1           3
nand2_1           88
inv_1              6
o211ai_1          16
o22a_1            16
a21oi_1           33
clkdlybuf4s50_1   92
buf_4             16
o21ai_0           32
a311o_1           16
nor3_1             5
o22ai_1           15
edfxtp_1         128
conb_1            16
clkbuf_16         18
mux2_2            16
mux2i_1           16
nand3_1            6
mux4_2            32
clkbuf_1           5
xnor2_1           12
clkinvlp_4         3
nor4_1             4
dfxtp_1           32
nor2_1            74
## cell type report
type / instances / share of cell area
Clock buffer: 25 / 0.05252
Inverter: 6 / 0.002381
Tap cell: 324 / 0.04286
Timing Repair Buffer: 109 / 0.1106
Clock inverter: 7 / 0.007938
Multi-Input combinational cell: 415 / 0.3096
Sequential cell: 160 / 0.4741
## power by group through the flow
stage / Combinational (mW) / Clock [mW] / Sequential, mW
4_1_cts: 0.359 / 1.05 / 1.31
5_1_grt: 0.393 / 1.10 / 1.32
6_report: 0.355 / 1.04 / 1.31
## metrics by stage
step	util	setup WS [ps]	instances
CTS	0.3855	2734	1046
detailed placement	0.3622	2332	1014
global route	0.3855	2565	1046
finish	0.3855	2730	1046
global placement	0.3622	2398	1014
floorplan	-	2895	620
## kinds of logic after synthesis
group / after synthesis / synth area share
flip-flops: 160 / 0.5925
AND/OR/NAND/NOR: 187 / 0.1000
AND-OR/OR-AND: 130 / 0.1132
other: 1 / 0.0004955
buffers and inverters: 45 / 0.03042
adder cells (fa/ha/maj): 1 / 0.001653
XOR/XNOR: 14 / 0.01620
multiplexers: 67 / 0.1455
## worst paths after layout
path                                       start              endpoint  cells after the start
setup / recovery                          MUX_rf   reg_out2[3]$_DFF_P_                      5
hold / removal     register_file[4][6]$_DFFE_PP_   reg_out2[6]$_DFF_P_                      3
setup reg to reg  register_file[6][10]$_DFFE_PP_  reg_out2[10]$_DFF_P_                      4
hold reg to reg    register_file[4][6]$_DFFE_PP_   reg_out2[6]$_DFF_P_                      3
## critical path, delay by kind of cell
kind                   cells  cell delay [ps]
AOI/OAI and AO/OA          3             1000
buffers and inverters      1              710
and+or+nand+nor            1              660
## layer usage
metal	wire (um)	up-vias	GRT usage
met3	2026	6	0.09302
met1	7766	2450	0.2080
li1	-	2482	-
met4	134	0	0.01715
met5	0	-	0
met2	9403	233	0.2576
Power is estimated from default activity; no workload was simulated.
