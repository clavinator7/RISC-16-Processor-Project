**flow/run.sh**
```bash
#!/bin/bash
# OpenROAD 26Q1-2900-gdf79404cd8, Yosys 0.63+post, stock flow scripts
make -C /OpenROAD-flow-scripts/flow DESIGN_CONFIG=/design/flow/config.mk WORK_HOME=/design/flow/orfs finish
```
**flow/config.mk**
```make
export PLATFORM = sky130hd
export DESIGN_NAME = pc
export DESIGN_NICKNAME = pc
export VERILOG_FILES = /design/flow/design.v
export SDC_FILE = /design/flow/constraint.sdc
export NUM_CORES = 4
export LEC_CHECK = 1
export CORE_AREA = 10 10 100 100
export DIE_AREA = 0 0 110 110
export SYNTH_HDL_FRONTEND = slang
```
**flow/constraint.sdc**
```tcl
current_design pc

set clk_period 4.8
set clk_io_pct 0.2

create_clock -name clk0 -period $clk_period [get_ports {clk}]

set non_clock_inputs [all_inputs -no_clocks]
set_input_delay [expr $clk_period * $clk_io_pct] -clock clk0 $non_clock_inputs
set_output_delay [expr $clk_period * $clk_io_pct] -clock clk0 [all_outputs]
```
**flow/design.v**
```verilog
module pc(
    input wire clk,
    input wire rst_n,
    input wire [1:0] MUX_output,
    input wire [6:0] imm,
    input wire [15:0] alu_out,
    output reg [15:0] nxt_instr
);
    wire [15:0] sign_extend_imm;
    assign sign_extend_imm = {{9{imm[6]}}, imm[6:0]};
    always @(posedge clk or negedge rst_n) begin
        if (!rst_n)
            nxt_instr <= 16'h0000;
        else begin
            case (MUX_output)
                2'b00: nxt_instr <= nxt_instr + 16'h0001;
                2'b01: nxt_instr <= nxt_instr + 16'h0001 + sign_extend_imm;
                2'b10: nxt_instr <= alu_out;
                default: nxt_instr <= nxt_instr + 16'h0001;
            endcase
        end
    end
endmodule
```
==> results.cfg <==
; generated from flow reports
[cts]
number_of_clock_sinks_seen_by_cts = 16
clock_tree.htree_level_count = 1
cts_buffers = 3
cts_root_buf = sky130_fd_sc_hd__clkbuf_8
tritoncts = done
clkSlewWorstSetupHoldPaths_ns = 0.05
cts.hold.buffers_added = 0
postCtsSetupBuffers = 0
ctsLongestPathBuffers = 2
post_cts_resized = 0
clk_latency_ns = 0.24

[timing]
timing.hold.ws_ns = 0.592
post-route-min-period_ns = 3.24
max_clock_freq_mhz = 309
report.final.setup_viol = 0
final_min_period_over_clock_period = 0.675
drv_slew = 0
timing.max_slew.rel_slack = 0.549
tightestPinTransition_ns = 0.677
setup_tns_ns = 0
finalClockSkew_ns = 0.00143
final-hold-violation-count = 0
setup_repair_after_global_routing_missed_its_margin = no

[floorplan]
placeableCoreArea_sq_um = 7810
fp-row-count = 32
fp_util = 0.238
floorplan.die_area_sq_um = 12100
chipWidth_microns = 110
ios = 43
die_height_microns = 110

[hold_path]
hp-class = flop to flop

[synthesis]
yosysWarnings = 0
netlist.area_leader.share = 0.215
synthDistinctLibCells = 51
seq_area_frac_synth = 0.215
mappedNetlistArea_sq_um = 1860
synth-async-reset-ratio = 1.00
postSynthCellCount = 227
synth_area_per_cell_sq_um = 8.19
top_cells_by_area = sky130_fd_sc_hd__dfrtp_1 (22%), sky130_fd_sc_hd__ha_1 (15%), sky130_fd_sc_hd__xnor2_1 (7.1%)
ff_type = sky130_fd_sc_hd__dfrtp_1
post-synth-top-area-cell = sky130_fd_sc_hd__dfrtp_1
synth.yosys.num_cells = 227
number_of_synthesized_flops_with_an_enable_pin = 0
synth-area-yosys_sq_um = 1860
ys_seq_elements = 16

[detailed_routing]
dr_total_vias = 1740
wl_per_cell_microns = 14.0
routed_wl_microns = 5160
final_antenna_net_count = 0
drt_pass1_iterations = 4
drc = 0
viasPerCell = 4.72
n_antenna_cell = 0
detail_route.iter0.violations = 74

[layout]
mostFrequentLayoutCell = sky130_fd_sc_hd__clkdlybuf4s50_1
largest-register = nxt_instr
largest_registers = nxt_instr x16
most-common-layout-cells = sky130_fd_sc_hd__clkdlybuf4s50_1 (42), sky130_fd_sc_hd__ha_1 (23), sky130_fd_sc_hd__nand2_1 (20), sky130_fd_sc_hd__a21oi_1 (20), sky130_fd_sc_hd__nor2_1 (18)
final_layout_size_suffix_gt1_frac = 0.0375
flow.area_growth_from_synthesis_pct = 29.6
largest_register_ffs = 16
tally_of_non_filler_cells_in_the_final_layout = 369

[setup_path]
end_kind = flop
cp.buffers_inverters = 3
cp_data_arrival_time_ns = 3.36
start_kind = primary input
cp_max_fo = 23
startpoint_to_endpoint_class_of_the_critical_path = primary input to flop
timing.critical_path.max_delay_family = buffers and inverters
path_cells = clkdlybuf4s50_1, inv_1, ha_1, inv_1, nand2_1, nor2_1, a221oi_1, nand2_1
critical-path-max-stage-delay_ns = 0.72
cp_data_required_time_ns = 4.92
crit_slowest_cell = sky130_fd_sc_hd__ha_1

[placement]
gp_congestion = 0.922
place_hpwl_microns = 4500
dp_cells = 366
port_buffers = 42

[pwr]
fin_total_pwr_mw = 0.909
cellLeakagePower_nw = 1.06
share_clk_of_total_power = 0.102
power.share.sequential = 0.248
power_switching_share = 0.431
p_sw_mw = 0.392
worst_ir_drop_vdd_mv = 0.0933
internal_power_mw = 0.517
power.share.combinational = 0.650
cellPowerDensity_nw_per_um2 = 378

[global_route]
grt_pass1_vias = 1734
grt_first_pass_wirelength_microns = 8360
number_of_antenna_violations_at_the_first_check_in_global_routing = 0
grt_overflow_total = 0
grt_usage = 0.0849
maximum_number_of_pins_on_one_net_before_global_route_repair = 24

[flow_run]
drv_cap = 0
warning_count = 31

[outcome]
outcome = finished clean
[layer usage]
| metal | global-route usage | vias to the layer above | routed length, microns |
|---|---|---|---|
| li1 | - | 910 | - |
| met4 | 0.0177 | 0 | 116 |
| met5 | 0 | - | 0 |
| met2 | 0.138 | 37 | 2360 |
| met3 | 0.0141 | 9 | 328 |
| met1 | 0.116 | 784 | 2360 |
[cell families after synthesis]
family	synth area share
xor gates and xnor gates	0.108
buffers and inverters	0.0492
adders and majority gates	0.166
and+or+nand+nor	0.222
muxes	0.00539
DFF	0.215
AOI/OAI and AO/OA	0.234
[layout make-up]
class / count / area [sq um]
Sequential cell: 16 / 400
Timing Repair Buffer: 42 / 420
Clock buffer: 3 / 41.3
Multi-Input combinational cell: 192 / 1370
Inverter: 14 / 52.6
Tap cell: 102 / 128
Fill cell: 808 / 5400
[power by group through the flow]
stage / sequential [mW] / clock [mW] / combinational (mW)
final: 0.226 / 0.0929 / 0.591
after global routing: 0.234 / 0.102 / 0.666
after CTS: 0.227 / 0.0957 / 0.592
[path summary, 6_finish.rpt]
kind	endpoint	startpoint	slack (ns)	cells after the start
max in group asynchronous	nxt_instr[15]$_DFF_PN0_	rst_n	3.27	1
worst min register to register	nxt_instr[0]$_DFF_PN0_	nxt_instr[0]$_DFF_PN0_	0.59	1
worst min-delay path	nxt_instr[0]$_DFF_PN0_	nxt_instr[0]$_DFF_PN0_	0.59	1
worst max-delay path	nxt_instr[12]$_DFF_PN0_	MUX_output[0]	1.56	8
worst max register to register	nxt_instr[15]$_DFF_PN0_	nxt_instr[0]$_DFF_PN0_	1.84	12
min in group asynchronous	nxt_instr[0]$_DFF_PN0_	rst_n	1.12	1
[cell usage after synthesis, types with 2 or more instances]
master	count
sky130_fd_sc_hd__ha_1	23
sky130_fd_sc_hd__nor3_1	5
sky130_fd_sc_hd__and3_1	7
sky130_fd_sc_hd__nor2_1	18
sky130_fd_sc_hd__inv_1	14
sky130_fd_sc_hd__nor2b_1	2
sky130_fd_sc_hd__or3_1	3
sky130_fd_sc_hd__o21ai_0	8
sky130_fd_sc_hd__dfrtp_1	16
sky130_fd_sc_hd__nand2_1	20
sky130_fd_sc_hd__o211ai_1	5
sky130_fd_sc_hd__a221oi_1	6
sky130_fd_sc_hd__a211o_1	2
sky130_fd_sc_hd__a21oi_1	20
sky130_fd_sc_hd__nand4_1	5
sky130_fd_sc_hd__nand3_1	5
sky130_fd_sc_hd__a21o_1	6
sky130_fd_sc_hd__o21bai_1	2
sky130_fd_sc_hd__o21a_1	3
sky130_fd_sc_hd__buf_6	2
sky130_fd_sc_hd__o221ai_1	2
sky130_fd_sc_hd__xor2_1	8
sky130_fd_sc_hd__o21ai_1	3
sky130_fd_sc_hd__xnor2_1	15
[stage by stage]
| step | worst slack, ns | util | cell area [sq um] |
|---|---|---|---|
| 3_5_place_dp | 1.32 | 0.303 | 2370 |
| 4_1_cts | 1.58 | 0.308 | 2410 |
| 5_1_grt | 1.38 | 0.308 | 2410 |
| 3_3_place_gp | 1.38 | 0.303 | 2370 |
| 2_1_floorplan | 2.25 | - | 1860 |
| 6_report | 1.56 | 0.308 | 2410 |
[worst register-to-register path, stage by stage, from the launching register on]
cell and delay (ns):
sky130_fd_sc_hd__dfrtp_1 0.45, sky130_fd_sc_hd__ha_1 0.24, sky130_fd_sc_hd__nand3_2 0.13, sky130_fd_sc_hd__nor2_4 0.16
sky130_fd_sc_hd__nor4b_1 0.37, sky130_fd_sc_hd__xor2_1 0.33, sky130_fd_sc_hd__ha_1 0.35, sky130_fd_sc_hd__nand2_1 0.13
sky130_fd_sc_hd__nor2_1 0.05, sky130_fd_sc_hd__a211oi_1 0.28, sky130_fd_sc_hd__o31ai_1 0.14, sky130_fd_sc_hd__o21bai_1 0.18
sky130_fd_sc_hd__o211ai_1 0.08
